## flow/design.v

```verilog
`timescale 1ns / 1ps
module BTN_FLTR # (parameter CNTR_WIDTH = 4)
(
	input wire BTN_IN,  
	input CLK,  
	input CE,  
	input RST,  
	output BTN_OUT,  
	output reg BTN_CEO  
);
reg BTN_S0;
reg BTN_S1;
reg [CNTR_WIDTH-1:0] FLTR_CNT;
reg BTN_S2;
always@(posedge CLK or posedge RST) 
begin
	if(RST)
	begin
		BTN_S0 <= 1'b0;
		BTN_S1 <= 1'b0;
	end
	else
	begin
		BTN_S0 <= BTN_IN;
		BTN_S1 <= BTN_S0;
	end
end
always@(posedge CLK, posedge RST)
begin
	if(RST)
		FLTR_CNT <= {CNTR_WIDTH{1'b0}};
	else
	begin
		if (BTN_S1 ^~ BTN_S2)
			FLTR_CNT <= {CNTR_WIDTH{1'b0}};
		else if (CE)
			FLTR_CNT <= FLTR_CNT + 1;
	end
end
always@(posedge CLK, posedge RST)
begin
	if(RST)
		BTN_S2 <= 1'b0;
	else if (CE && FLTR_CNT == {CNTR_WIDTH{1'b1}})
	begin
		BTN_S2 <= BTN_S1;
	end 
end
assign BTN_OUT = BTN_S2;
always@(posedge CLK, posedge RST)
begin
	if(RST)
		BTN_CEO <= 1'b0;
	else
		BTN_CEO <= (FLTR_CNT == {CNTR_WIDTH{1'b1}}) && CE && BTN_S1;
end
endmodule
```

## flow/run.sh

```bash
#!/bin/bash
# OpenROAD 26Q1-2900-gdf79404cd8, Yosys 0.63+post, stock flow scripts
make -C /OpenROAD-flow-scripts/flow DESIGN_CONFIG=/design/flow/config.mk WORK_HOME=/design/flow/orfs finish
```

## flow/config.mk

```make
export PLATFORM = sky130hd
export DESIGN_NAME = BTN_FLTR
export DESIGN_NICKNAME = BTN_FLTR
export VERILOG_FILES = /design/flow/design.v
export SDC_FILE = /design/flow/constraint.sdc
export NUM_CORES = 4
export LEC_CHECK = 1
export CORE_AREA = 10 10 70 70
export DIE_AREA = 0 0 80 80
```

## flow/constraint.sdc

```tcl
current_design BTN_FLTR

set clk_period 1.5
set clk_io_pct 0.2

create_clock -name clk0 -period $clk_period [get_ports {CLK}]

set non_clock_inputs [all_inputs -no_clocks]
set_input_delay [expr $clk_period * $clk_io_pct] -clock clk0 $non_clock_inputs
set_output_delay [expr $clk_period * $clk_io_pct] -clock clk0 [all_outputs]
```

==> results.ini <==
[run_status]
status = finished clean

[global_route]
grtUsageTotal = 0.01744
antenna_found_initial = 0
grt_first_pass_wirelength_um = 855
grt_remaining_overflow = 0
grt_start_max_net_pins = 9
grt_pass1_vias = 210

[sta]
final.setup.tns_ns = 0
rsz0062_at_grt = no
skew_ns = 0.006129
slew_headroom = 0.7882
setup_violations = 0
worst_pin_slew_ns = 0.3154
fin_crit_sh = 0.9405
finalHoldViolCount = 0
finalWorstSetupSlack_ns = 0.08921
final_max_slew_viol_count = 0
hold_ws_ns = 0.2833
fmax_mhz = 708.8
finalCriticalPeriod_ns = 1.411

[die]
ios = 6
die_h_um = 80
dieWidth_um = 80
chip_area_um2 = 6400
rows = 21
initCoreUtil = 0.09011
core-area_um2 = 3416

[clock_tree]
cts_tree = built
cts_buffers = 3
cts_buffer_depth = 2
post_cts_buffers = 0
cts_hold_buf = 0
cts_max_level = 1
cts.sinks = 8
clock_latency_ns = 0.25
path_clk_slew_ns = 0.05
cts-root-buf = clkbuf_4
cts_resized = 0

[worst_setup_path]
cp_num_buf_inv = 1
timing.rr.start = FLTR_CNT[0]
reg2regPathDepth = 4
rrSetupSlack_ns = 0.43
arrival_ns = 1.11
cp-end-kind = output port
crit_fanout = 3
reg2reg_to = BTN_S2
criticalPathCategory = reg -> out
required_ns = 1.20
worst_setup_path_start_kind = register
crit_slowest_cell = clkdlybuf4s50_1
cp_top_family = buffers and inverters
cpPeakStageDelay_ns = 0.50
path_cells = clkdlybuf4s50_1

[drt]
vias_per_cell = 2.456
antennaDiodeCount = 0
via_count = 194
wirelength_um = 494
route.met3.wl_um = 83
drt.antenna.violating_nets = 0
drt-met1-wl_um = 244
drtIter0Drc = 2
post_drt_wl_per_cell_um = 6.253
wl_met2_um = 167
drcViolationCount = 0
dr.pass1.iters = 4
highest_layer = met3

[synth]
synth_warnings = 1
yosysUniqueCellTypes = 10
synthCells = 25
topCombFamilyByArea = simple AND/OR/NAND/NOR gates
synth_area_um2 = 307.8
ys_cells = 25
synth-area-yosys_um2 = 307.8
synth.avg_cell_area_um2 = 12.31
aoi_share = 0.02439
top_cells_by_area = dfrtp_1 65%, nor2_1 6.1%, xnor2_1 5.7%
synth.top_cell.area_share = 0.6504
ys_seq_frac = 0.6504
synthXorXnorAreaFrac = 0.1138
muxShareOfSynthArea = 0.03252
synth-simple-area-share = 0.1138
ys.flops = 8
ys_sh_adder = 0.04065
top_area_cell = dfrtp_1

[cells_and_area]
stdcell_count = 79
lay_top_cells = 8 x dfrtp_1, 5 x nor2_1, 5 x clkdlybuf4s50_1
area_delta_synth_final_pct = 42.28
drive_gt1_frac = 0.09091
final_core_util = 0.1282
design_area_um2 = 437.9
mi_logic_area_um2 = 100.1
seqCellArea_um2 = 200.2
fillers = 402
lay_top_count = dfrtp_1

[pwr]
p_leak_nw = 0.1967
netSwitchingPower_mw = 0.08317
power.internal_mw = 0.3312
p_comb_frac = 0.071
power.total_mw = 0.4144
p_per_area_nw_per_um2 = 946.2
pwr-share-clk = 0.372
p_sw_frac = 0.2007
ir_worst_vdd_mv = 0.6028
seq_power_share = 0.557

[place]
place.gp.congestion = 0.6294
pre_cts_ws_ns = 0.1062
port_buffers = 5
place_hpwl_um = 383.3
place_inst = 76
dpl_cell_area_um2 = 415.4

[job]
warnings = 25
maxCapViolCount = 0

[min_path]
hold_path.class = in -> async

## registers in the layout (all words and copies together), names as in the netlist
signal and flops:
BTN_S2 1, BTN_CEO 1, BTN_S1 1, FLTR_CNT 4, BTN_S0 1
## worst max-delay path by stage
stage,from,endpoint,cells after the start
final,BTN_S2,BTN_OUT,1
after global routing,BTN_S2,BTN_OUT,1
after CTS,BTN_S2,BTN_OUT,1
## power groups by stage
stage     registers, mW  clock network [mW]  logic, mW
6_report          0.231               0.154     0.0294
4_1_cts           0.231               0.161     0.0300
5_1_grt           0.231               0.179     0.0338
## kinds of logic (layout without fill, tap and decap cells)
family | after synthesis | after routing
AND-OR/OR-AND | 1 | 1
XOR/XNOR | 4 | 4
adder cells (fa/ha/maj) | 1 | 1
buffers and inverters | 2 | 10
flip-flops | 8 | 8
multiplexers | 1 | 1
AND/OR/NAND/NOR | 8 | 8
## layer usage
metal  up-vias  GRT usage
met5         -          0
met4         0   0.001761
met3         0    0.01818
met2         9    0.01846
met1        89    0.02355
li1         96          -
## final cells by class
| type | instances | area share |
|---|---|---|
| Timing Repair Buffer | 5 | 0.1143 |
| Sequential cell | 8 | 0.4571 |
| Tap cell | 46 | 0.1314 |
| Inverter | 2 | 0.01714 |
| Clock buffer | 3 | 0.05143 |
| Multi-Input combinational cell | 15 | 0.2286 |
## Yosys cell counts
cell / count
a21o_1: 1
xnor2_1: 2
nand2_1: 1
xor2_1: 2
dfrtp_1: 8
nor2_1: 5
ha_1: 1
mux2i_1: 1
nand4_1: 2
inv_1: 2
Power is estimated from default activity; no workload was simulated.
