### flow/run.sh
#!/bin/bash
# OpenROAD 26Q1-2900-gdf79404cd8, Yosys 0.63+post, stock flow scripts
make -C /OpenROAD-flow-scripts/flow DESIGN_CONFIG=/design/flow/config.mk WORK_HOME=/design/flow/orfs finish
### flow/config.mk
export PLATFORM = sky130hd
export DESIGN_NAME = led_controller
export DESIGN_NICKNAME = led_controller
export VERILOG_FILES = /design/flow/design.v
export SDC_FILE = /design/flow/constraint.sdc
export NUM_CORES = 4
export LEC_CHECK = 1
export CORE_AREA = 10 10 70 70
export DIE_AREA = 0 0 80 80
### flow/constraint.sdc
current_design led_controller

set clk_period 1.0
set clk_io_pct 0.2

create_clock -name clk0 -period $clk_period [get_ports {clk}]

set non_clock_inputs [all_inputs -no_clocks]
set_input_delay [expr $clk_period * $clk_io_pct] -clock clk0 $non_clock_inputs
set_output_delay [expr $clk_period * $clk_io_pct] -clock clk0 [all_outputs]
### flow/design.v
`timescale 1ns / 1ps
module btn_fltr #(CLOCK_ENABLE = 1'b1)
(
    input clk, in_signal,
    output reg OUT_SIGNAL, 
    output reg OUT_SIGNAL_ENABLE
);
wire [1:0] cnt_out;
wire synch_out;
synchronizer synch1
(
    .CLK(clk),
    .IN(in_signal),
    .OUT(synch_out)
);
counter #(.step(1), .cnt_module(4)) cnt1
(
    .clk(clk),
    .reset(synch_out ~^ OUT_SIGNAL),
    .reverse(1'b0),  
    .cnt(cnt_out)    
);
always@(posedge clk)
begin
    if ((cnt_out[0] & cnt_out[1]) & CLOCK_ENABLE)
        OUT_SIGNAL <= synch_out;
    OUT_SIGNAL_ENABLE <= (cnt_out[0] & cnt_out[1] & CLOCK_ENABLE & synch_out);
end
endmodule
`timescale 1ns / 1ps
module counter # (parameter step = 1, cnt_module = 2)
(
    input wire clk,
    input wire reset,
    input wire reverse,
    output reg [($clog2(cnt_module) - 1) : 0] cnt    
);
initial cnt = 0;
always@(posedge clk, posedge reset)
begin
    if(reset) cnt <= 0;
    else
        case(reverse)
            1'b0: cnt <= (cnt + step) % cnt_module;
            1'b1: if(step > cnt) cnt <= cnt_module + cnt - step;
                  else cnt <= cnt - step;
        endcase
end
endmodule
`timescale 1ns / 1ps
module led_controller
(
    input btn_in, clk,
    output reg led_out = 0
);
wire out_signal;
btn_fltr # (1'b1) fltr1
(
    .clk(clk),
    .in_signal(btn_in),
    .OUT_SIGNAL(out_signal),
    .OUT_SIGNAL_ENABLE()
);
always@(posedge out_signal) led_out = ~led_out;
endmodule
`timescale 1ns / 1ps
module synchronizer
(
    input IN, CLK,
    output OUT
);
reg reg1, reg2;
always@(posedge CLK)
begin
    reg1 <= IN;
    reg2 <= reg1; 
end
assign OUT = reg2;
endmodule
==> git commit body <==
Update PnR metrics after Yosys + OpenROAD run

- Total power draw: 0.447 mW
- Post-route period utilization is reported as 80.7%.
- The worst-case reg-to-reg setup slack stands at 0.19 ns.
* Number of top-level pins: 3
- Yosys Instances: 10
* Post-CTS Setup Bufs: 0
* Flop pwr share: 47.7%
- Clock H-tree levels: 1
* Half-perimeter wire length after placement: 154 um
* Top-area cell share: 35.6%
* Final Wtd Congestion: 0.622
- Final hold viol count: 0
- The critical path maximum fanout is 2.
- Summed over all routing layers, the global router reports a total usage of 0.813%.
* Max-slew headroom at the worst pin: 83.7%
- The first global-routing pass estimated 379 um of wire.
- Number of antenna violations at the first check in global routing: 0
- The internal power of the cells totals 0.367 mW.
- GR Overflow Total: 0
- WL/cell: 3.26 um
- Critical path startpoint category: register
- Final hold slack: 0.169 ns
- Min Tclk post-route: 0.807 ns
- Worst min-delay path class: reg -> async
- For this run, the number of Yosys warnings is 4.
* First-pass iteration count of the detailed router: 1
* Setup crit end kind: register
* Number of standard cells after synthesis: 10
- The highest supply drop recorded on VDD is 0.000731 V.
- According to the timing report, the data required time at the worst endpoint equals 1.00 ns.
- Die Wd: 80 um
* Synth-to-Final Area Change: 61.5%
- In this run, the number of DRC markers left after iteration 0 of detailed routing was 0.
- As reported, the later end of the worst-skew pair has a clock insertion delay of 0.24 ns.
- Cell count after placement: 58
* Fraction of final layout cells sized beyond drive strength 1: 18.8%
- Share of the yosys chip area belonging to registers: 83.0%
- Status: finished, final reports clean
- Largest cells by area after synthesis: dfxtp_1 (36%), dfrtp_1 (30%), edfxtp_1 (18%), ha_1 (7.4%), xor2_1 (5.2%)
- Net Switching: 0.0808 mW
- The pin closest to its max-slew limit shows a slew of 0.244 ns.
- # resized after CTS: 0
* Post-DR vias/cell: 1.31
- Distinct cells, synth: 6
- Buffers placed on the I/O ports in this run total 2.
- Per the final report, max-transition violations number 0.
- The data arrival time reported for the critical path is 0.81 ns.
* Via count of the routed design: 81
* Largest net degree at the start of global routing: 4
* Die area: 6400 um^2
* Number of placement rows: 21
* Worst clock skew: 0.00601 ns
* Post-route DRC violation count: 0
- Max Buffers Root-to-Sink: 2
- The worst setup path is of the reg -> reg kind.
- The script reports the combined buffer and inverter count of the critical path as 0.
- Worst flop-to-flop path endpoint: fltr1.OUT_SIGNAL$_DFFE_PP_
* Clock power share: 50.9%
- Count of unclocked register or latch pins: 1
- Walking the worst path, the cells encountered are ha_1.
- Initial Util: 4.95%
- Synthesis inferred 6 register bits.
- OpenROAD emitted warnings numbering 25.
- 2 endpoints have no timing constraint.
* Critical path's top delay family: flip-flops
- Clk Tree Root Cell: clkbuf_4
- Cell with the largest stage delay on the worst path: dfrtp_1
- Each instance of the synthesized netlist takes up on average 16.9 um^2.
- TritonCTS built the clock tree.
- Number of antenna repair diodes: 0
- Max_cap viols: 0
- After clock tree synthesis, the flow added hold-fix buffers numbering 0.
- The detail route stage leaves a number of antenna-violating nets equal to 0.
- Worst Reg-to-Reg Cells: 1
* Number of global-route vias before repair: 95
* Yosys Chip Area: 169 um^2
- Die extent in y: 80 um
* Number of buffers created by CTS: 3
- In the post-route report, total wirelength is listed as 202 um.
- Max Freq: 1240 MHz
- R2R Path Start: fltr1.cnt1.cnt[0]$_DFF_PP0_
* Switching power share of the total: 18.1%
* Logic pwr share: 1.4%
- In the final timing run, aggregate negative setup slack is 0 ns.
* Slowest Stage Delay on Critical Path: 0.38 ns
- Number of failing setup endpoints in the final timing report: 0
* Syn Std Cell Area: 169 um^2
- Leak: 0.103 nW
* Floorplan core area: 3420 um^2
- The synthesized design spends more area on one cell type than any other, namely dfxtp_1.
- In the CTS report, the clock slew at the register clock pins of the worst setup and hold paths is listed as 0.04 ns.
- Power spread over the standard cell area amounts to 1640 nW/um^2.
- RSZ-0062 raised after global routing: no
- Once layout is complete, the cells apart from fillers number 62.
routing by layer:
layer  part of all wire [%]  GRT usage (%)  up-vias
met4                      0              0        0
met1                     59           1.14       32
li1                       -              -       43
met2                     20          0.642        6
met5                      0              0        -
met3                     20           1.14        0
Yosys cell counts (all sizes together):
cell type and number:
dfrtp 2, xor2 1, inv 2, ha 1, dfxtp 3, edfxtp 1
metrics by stage:
stage	area, um^2	setup WS, ns	utilization [%]
after global routing	273	0.154	7.99
after detailed placement	246	0.190	7.22
after global placement	246	0.207	7.22
after floorplan	169	0.212	-
after CTS	273	0.192	7.99
final	273	0.193	7.99
sequential cells by signal, indices dropped and copies added, names as in the netlist:
signal	flops
fltr1.cnt1.cnt	2
fltr1.OUT_SIGNAL	1
fltr1.synch1.reg1	1
fltr1.synch1.reg2	1
led_out	1
worst max path at each step:
stage                               start  depth (start not counted)                          to  slack [ns]
CTS           fltr1.cnt1.cnt[0]$_DFF_PP0_                          1  fltr1.OUT_SIGNAL$_DFFE_PP_        0.19
global route  fltr1.cnt1.cnt[0]$_DFF_PP0_                          1  fltr1.OUT_SIGNAL$_DFFE_PP_        0.15
finish        fltr1.cnt1.cnt[0]$_DFF_PP0_                          1  fltr1.OUT_SIGNAL$_DFFE_PP_        0.19
cell usage in the layout (no fill, tap or decap), drive strengths merged:
master	Yosys	layout
ha	1	1
dfxtp	3	3
dfrtp	2	2
clkdlybuf4s50	0	2
edfxtp	1	1
xor2	1	1
clkbuf	0	4
inv	2	2
area by class of cell:
| cell class | instances | area, um^2 |
|---|---|---|
| fill | 408 | 3140 |
| tap | 46 | 57.6 |
| sequential | 6 | 140 |
| multi-input combinational | 2 | 21.3 |
| timing repair buffer | 2 | 20.0 |
| inverter | 2 | 7.51 |
| clock buffer | 4 | 26.3 |
power groups by stage:
stage	registers [mW]	clock network (mW)	logic, mW
after CTS	0.213	0.239	0.00617
after global routing	0.214	0.261	0.00711
final	0.214	0.228	0.00615
cells by family (layout without fill, tap and decap cells):
family / count (synthesis) / in the layout / synth area share [%]
fa+ha+maj: 1 / 1 / 7.41
buf+inv: 2 / 8 / 4.45
xor+xnor: 1 / 1 / 5.19
flops: 6 / 6 / 83.0
Power and IR drop assume default switching activity.
