==> flow/config.mk <==
export PLATFORM = sky130hd
export DESIGN_NAME = CV_UART
export DESIGN_NICKNAME = CV_UART
export VERILOG_FILES = /design/flow/design.v
export SDC_FILE = /design/flow/constraint.sdc
export NUM_CORES = 4
export LEC_CHECK = 1
export CORE_UTILIZATION = 30
==> flow/constraint.sdc <==
current_design CV_UART

set clk_period 3.1
set clk_io_pct 0.2

create_clock -name clk0 -period $clk_period [get_ports {CLK}]

set non_clock_inputs [all_inputs -no_clocks]
set_input_delay [expr $clk_period * $clk_io_pct] -clock clk0 $non_clock_inputs
set_output_delay [expr $clk_period * $clk_io_pct] -clock clk0 [all_outputs]
==> flow/design.v <==
`timescale 1ns / 1ps
module CV_DIVIDER #
(
	parameter DIV_VALUE =  325,
	parameter CNT_WDT = 9
)
(
	input CLK, 
	input RST,
	output reg UART_CE
);
reg [CNT_WDT - 1:0] counter;
always @(posedge CLK, posedge RST) begin
	if(RST)
		counter <= {CNT_WDT{1'b0}};
	else if(counter == DIV_VALUE - 1)
		counter <= {CNT_WDT{1'b0}};
	else
		counter <= counter + 1;
end
always @(posedge CLK, posedge RST) begin
	if(RST)
		UART_CE <= 1'b0;
	else if(counter == {CNT_WDT{1'b0}})
		UART_CE <= 1'b1;
	else
		UART_CE <= 1'b0;
end
initial begin
	UART_CE <= 1'b0;
	counter <= {CNT_WDT{1'b0}};
end
endmodule
`timescale 1ns / 1ps
module CV_SYNCH
(
	input RXD, 
	input CLK, 
	input RST,
	output RXD_RG
);
reg a, b, c;
initial
begin
    a <= 1'b1;
	b <= 1'b1;
	c <= 1'b1;
end
always@(posedge CLK, posedge RST)
begin
	if(RST)
	begin
		a <= 1'b1;
		b <= 1'b1;
		c <= 1'b1;
	end
	else
	begin
		a <= RXD;
		b <= a;
		c <= b;
	end
end 
assign RXD_RG = c;
endmodule
`timescale 1ns / 1ps
module CV_UART
(
	input RXD, 
    input CLK, 
    input RST,
    input wire [7:0] TX_DATA_R,
	input TX_RDY_T,
	output wire RX_DATA_EN, 
	output wire [9:0] RX_DATA_T,
	output TX_RDY_R,
	output TXD
);
wire RXD_RG;
wire UART_CE;
wire RXCT_R;
wire RX_CE;
CV_SYNCH synch
(
	.RXD(RXD),
	.CLK(CLK),
	.RST(RST),
	.RXD_RG(RXD_RG)
);
CV_DIVIDER divider
(
	.CLK(CLK),
	.RST(RST),
	.UART_CE(UART_CE)
);
RX_FSM rx_fsm
(
	.RXD_RG(RXD_RG),
	.CLK(CLK),
	.RST(RST),
	.RX_CE(RX_CE),
	.RXCT_R(RXCT_R),
	.RX_DATA_EN(RX_DATA_EN),
	.RX_DATA_T(RX_DATA_T)
);
RX_SAMPLE_COUNTER rx_samp_ct
(
	.UART_CE(UART_CE),
	.CLK(CLK),
	.RST(RST),
	.RXCT_R(RXCT_R),
	.RX_CE(RX_CE)
);
wire TX_CE;
wire TXCT_R;
TX_FSM tx_fsm
(
    .RST(RST),
    .CLK(CLK),
    .UART_CE(UART_CE),
    .TX_CE(TX_CE),
    .TX_RDY_T(TX_RDY_T),
    .TX_DATA_R(TX_DATA_R),
    .TXCT_R(TXCT_R),
    .TX_RDY_R(TX_RDY_R),
    .TXD(TXD)
);
TX_SAMPLE_COUNTER tx_samp_ct
(
    .RST(RST),
    .CLK(CLK),
    .UART_CE(UART_CE),
    .TXCT_R(TXCT_R),
    .TX_CE(TX_CE)
);
endmodule
`timescale 1ns / 1ps
module RX_FSM
(
	input RXD_RG, 
	input CLK, 
	input RST, 
	input RX_CE,
	output reg [9:0] RX_DATA_T, 
	output reg RX_DATA_EN,
	output reg RXCT_R
);
localparam IDLE  = 3'd0,
		   RSTRB = 3'd1,
	       RDT   = 3'd2,
		   RPARB = 3'd3,
	       RSTB1 = 3'd4,
		   WEND  = 3'd5;
reg [2:0] STATE;
reg [2:0] RX_DATA_CT;
always@(posedge CLK, posedge RST)
begin
	if(RST)
	begin
		STATE      <= IDLE;
		RX_DATA_EN <= 1'b0;
		RXCT_R     <= 1'b1;
		RX_DATA_T  <= {10{1'b0}};
		RX_DATA_CT <= {3{1'b0}}; 
	end
	else
	begin
		case(STATE)
			IDLE:
				if(~RXD_RG)
				begin
					RX_DATA_EN   <= 1'b0;
					RX_DATA_T[9] <= 1'b0;
					RXCT_R       <= 1'b0;
					STATE        <= RSTRB;
				end
				else RX_DATA_EN <= 1'b0;
			RSTRB:
				if(RX_CE)
				begin
					if(RXD_RG)
					begin
						RXCT_R <= 1'b1;
						STATE  <= IDLE;
					end
					else STATE <= RDT; 
				end
			RDT:
				if(RX_CE)
				begin
					RX_DATA_T[7:0] <= {RXD_RG, RX_DATA_T[7:1]};
					RX_DATA_CT     <= RX_DATA_CT + 1'b1;
					if(RX_DATA_CT == 4'h7) STATE <= RPARB;
				end
			RPARB:
				if(RX_CE)
				begin		
					RX_DATA_T[8] <= ^(RX_DATA_T[7:0]) ^ RXD_RG;
					STATE <= RSTB1;
				end
			RSTB1:
				if(RX_CE)
				begin
					if(RXD_RG)
						begin
							RX_DATA_EN <= 1'b1;
							RXCT_R     <= 1'b1;
							STATE      <= IDLE;
						end
					else
						begin
							RX_DATA_T[9] <= 1'b1;
							STATE        <= WEND;
						end
				end
			WEND:
				begin
					if(RXD_RG) 
					begin
						RX_DATA_EN <= 1'b1;
						RXCT_R     <= 1'b1;
						STATE      <= IDLE;
					end
				end
		endcase
	end
end
endmodule
`timescale 1ns / 1ps
module RX_SAMPLE_COUNTER
(
	input UART_CE, 
	input RXCT_R, 
	input CLK, 
	input RST,
	output RX_CE
);
reg [3:0] RX_SAMP_CT; 
initial RX_SAMP_CT = 0;
always@(posedge CLK, posedge RST)
begin
	if(RST) RX_SAMP_CT <= 4'd0;
	else if(RXCT_R) RX_SAMP_CT <= 4'd0;
	else if(UART_CE)
	begin
		RX_SAMP_CT <= RX_SAMP_CT + 1'b1;
	end
end
assign RX_CE = UART_CE & (~RX_SAMP_CT[3]) & RX_SAMP_CT[2] & RX_SAMP_CT[1] & RX_SAMP_CT[0];
endmodule
`timescale 1ns / 1ps
module TX_FSM
(
    input  CLK,
    input RST,
    input UART_CE,
    input TX_CE,
    input [7:0] TX_DATA_R,
    input TX_RDY_T,
    output reg TXCT_R,
    output reg TX_RDY_R,
    output reg TXD
);
localparam IDLE = 3'd0,
           WCE = 3'd1,
           TSTRB = 3'd2,
           TDT = 3'd3,
           TPARB = 3'd4,
           TSTB1 = 3'd5;
reg [2:0] STATE;
reg [2:0] TX_DATA_CT;
reg [7:0] TX_DATA;
reg TX_PAR_BIT_RG;
always@(posedge CLK, posedge RST)
begin
    if(RST)
    begin
        TX_DATA       <= 8'h00;
        TX_PAR_BIT_RG <= 1'b0;
        TX_RDY_R      <= 1'b1;
        TX_DATA_CT    <= 3'b000;
        TXD           <= 1'b1;
        TXCT_R        <= 1'b1;
        STATE         <= IDLE;
    end
    else
    begin
        case(STATE)
            IDLE:
                if (TX_RDY_T)
                begin
                    TX_DATA       <= TX_DATA_R;
                    TX_PAR_BIT_RG <= ^(TX_DATA_R);
                    TX_RDY_R      <= 1'b0;
                    if (UART_CE)
                    begin
                        TXD    <= 1'b0;
                        TXCT_R <= 1'b0;
                        STATE  <= TSTRB;
                    end
                    else STATE <= WCE;
                end 
            WCE:
                if (UART_CE)
                begin
                    TXD    <= 1'b0;
                    TXCT_R <= 1'b0;
                    STATE  <= TSTRB;
                end
            TSTRB:
                if (TX_CE)
                begin
                    TXD     <= TX_DATA[0];
                    TX_DATA <= {1'b0, TX_DATA[7:1]};
                    STATE   <= TDT;
                end
            TDT:
                if (TX_CE)
                begin
                    TX_DATA    <= {1'b0, TX_DATA[7:1]};
                    TX_DATA_CT <= TX_DATA_CT + 1'b1;
                    if (TX_DATA_CT == 4'h7)
                    begin
                        TXD   <= TX_PAR_BIT_RG;
                        STATE <= TPARB;
                    end
                    else TXD <= TX_DATA[0];
                end
           TPARB:
                if (TX_CE)
                begin
                    TXD   <= 1'b1;
                    STATE <= TSTB1;
                end
           TSTB1:
                if (TX_CE)
                begin
                    TXD      <= 1'b1; 
                    STATE    <= IDLE;
                    TX_RDY_R <= 1'b1;
                    TXCT_R   <= 1'b1;
                end
       endcase
    end
end
endmodule
`timescale 1ns / 1ps
module TX_SAMPLE_COUNTER
(
    input UART_CE,
    input TXCT_R,
    input CLK,
    input RST,
    output TX_CE
);
reg [3:0] TX_SAMP_CT;
initial TX_SAMP_CT = 0;
always@(posedge CLK, posedge RST)
begin
    if (RST) TX_SAMP_CT         <= 4'd0;
    else if (TXCT_R) TX_SAMP_CT <= 4'd0;
    else if (UART_CE)
    begin
        TX_SAMP_CT <= TX_SAMP_CT + 1'b1;
    end
end
assign TX_CE = UART_CE & TX_SAMP_CT[3] & TX_SAMP_CT[2] & TX_SAMP_CT[1] & TX_SAMP_CT[0];
endmodule
==> flow/run.sh <==
#!/bin/bash
# OpenROAD 26Q1-2900-gdf79404cd8, Yosys 0.63+post, stock flow scripts
make -C /OpenROAD-flow-scripts/flow DESIGN_CONFIG=/design/flow/config.mk WORK_HOME=/design/flow/orfs finish
==> results.sh <==
# physical design summary
export IMPL_setup_violations_final=0
export IMPL_synth_top_cell_by_area="dfrtp_1"
export IMPL_ctsLongestPathBuffers=2
export IMPL_async_flop_share_pct=100
export IMPL_worst_setup_path_type="reg2reg"
export IMPL_synthesis_area_mm2=0.00288
export IMPL_detail_route_antenna_nets=0
export IMPL_cpMaxStageDelayCell="dfrtp_1"
export IMPL_drive_gt1_share_pct=19.7
export IMPL_syn_area_per_cell_um2=11.7
export IMPL_rsz0062_at_grt="false"
export IMPL_hold_viol_final=0
export IMPL_hold_depth=0
export IMPL_fp_dieW_um=100
export IMPL_num_antenna_cells=0
export IMPL_crit_fanout=11
export IMPL_maxSlewHeadroom_pct=56.7
export IMPL_vias=1818
export IMPL_cp_start_kind="flip-flop"
export IMPL_dp_hpwl_um=3160
export IMPL_outcome="complete, no violations"
export IMPL_ys_ff=63
export IMPL_finClkSkew_ns=0.0130
export IMPL_post_cts_buffers=0
export IMPL_warnings=26
export IMPL_flop_area_mm2=0.00159
export IMPL_min_path_type="reg2reg"
export IMPL_area_growth_pct=19.8
export IMPL_cts_resized_gates=0
export IMPL_end_kind="flip-flop"
export IMPL_drv_slew=0
export IMPL_logic_area_mm2=0.00123
export IMPL_worstPathCellList="nand4_2 > nor2_1 > and2_1 > mux2_2"
export IMPL_cts_sinks=63
export IMPL_lay_top_count="dfrtp_1"
export IMPL_peakVddDrop_v=0.000198
export IMPL_clk_pin_slew_ns=0.07
export IMPL_max_freq_ghz=0.478
export IMPL_max_stage_delay_ns=0.58
export IMPL_layout_filler_cells=925
export IMPL_synthDistinctLibCells=39
export IMPL_antenna_found_initial=0
export IMPL_finalClockPeriodUsage_pct=67.5
export IMPL_post_drt_wl_per_cell_um=11.1
export IMPL_worstPathArrival_ns=2.31
export IMPL_place_congestion=0.830
export IMPL_postSynthSeqShare_pct=55.1
export IMPL_cts_tree="done"
export IMPL_reg2reg_slack_ns=1.01
export IMPL_syn_inst=247
export IMPL_io_pin_count=25
export IMPL_edf_count=0
export IMPL_track_usage_pct=9.99
export IMPL_drtPass1Iterations=4
export IMPL_grt_pass1_wl_um=7850
export IMPL_dieArea_mm2=0.0100
export IMPL_fp_util_pct=31.0
export IMPL_total_power_mw=1.64
export IMPL_tightestPinTransition_ns=0.648
export IMPL_synth_top_cell_area_share_pct=46.9
export IMPL_cts_hold_buffers_added=0
export IMPL_clk_latency_ns=0.34
export IMPL_powerDensity_mw_per_mm2=475
export IMPL_die_h_um=100
export IMPL_port_buffers=24
export IMPL_r2r_cells=4
export IMPL_drt_wl_total_um=4580
export IMPL_yosysCellCount=247
export IMPL_synth_chip_area_mm2=0.00288
export IMPL_grt_start_max_net_pins=27
export IMPL_drtIter0Drc=47
export IMPL_setup_tns_ns=0
export IMPL_power_leakage_nw=1.49
export IMPL_cts_buffers=9
export IMPL_htreeDepth=3
export IMPL_rows=35
export IMPL_top_cells_by_area="dfrtp_1, mux2_2, dfstp_2"
export IMPL_synth_main_ff_cell="dfrtp_1"
export IMPL_cp_data_required_time_ns=3.32
export IMPL_overflow=0
export IMPL_drt_vias_per_instance=4.40
export IMPL_final_cell_mix="dfrtp_1, mux2_2, nand2_1, clkdlybuf4s50_1"
export IMPL_drc_errors=0
export IMPL_grt_pass1_vias=1774
export IMPL_coreArea_mm2=0.00928
export IMPL_root_buffer="clkbuf_8"
export IMPL_min_period_ns=2.09
export IMPL_ys_warnings_count=6
export IMPL_maxCapViolCount=0
## critical path, delay by kind of cell, from the launching register on
| family | cells | cell delay [ns] |
|---|---|---|
| muxes | 1 | 0.39 |
| and+or+nand+nor | 3 | 1.00 |
| DFF | 1 | 0.58 |
## registers in the layout, indices dropped and copies added, names as in the netlist, named ones only
| signal | flops |
|---|---|
| rx_fsm.RX_DATA_EN | 1 |
| rx_fsm.STATE | 5 |
| tx_samp_ct.TX_SAMP_CT | 4 |
| tx_fsm.STATE | 5 |
| rx_fsm.RXCT_R | 1 |
| synch.c | 1 |
| rx_fsm.RX_DATA_T | 10 |
| tx_fsm.TX_PAR_BIT_RG | 1 |
| tx_fsm.TX_DATA_CT | 3 |
| synch.b | 1 |
| synch.a | 1 |
| divider.counter | 9 |
| divider.UART_CE | 1 |
| tx_fsm.TX_DATA | 8 |
| tx_fsm.TX_RDY_R | 1 |
| rx_samp_ct.RX_SAMP_CT | 4 |
| rx_fsm.RX_DATA_CT | 3 |
| tx_fsm.TXCT_R | 1 |
| tx_fsm.TXD | 1 |
## cell families after synthesis
| logic type | Yosys count | share of synthesized area [%] |
|---|---|---|
| adder cells (fa/ha/maj) | 8 | 3.47 |
| AND/OR/NAND/NOR | 73 | 11.9 |
| buffers and inverters | 12 | 2.26 |
| multiplexers | 29 | 11.2 |
| XOR/XNOR | 28 | 8.99 |
| AND-OR/OR-AND | 34 | 7.08 |
| flip-flops | 63 | 55.1 |
## per-layer routing
layer  vias up  wire length (µm)  GRT usage [%]
met2        27              1990           14.9
li1        911                 -              -
met4         0                48           1.00
met5         -                 0              0
met3         6               219           3.47
met1       874              2320           15.1
## through the flow
stage / setup WS, ns / util (%) / instance area, µm² / std cells / hold WS (ns)
floorplan: 0.925 / - / 2880 / 247 / 0.345
finish: 1.01 / 37.2 / 3450 / 413 / 0.355
CTS: 0.990 / 37.2 / 3450 / 413 / 0.356
global route: 0.828 / 37.2 / 3450 / 413 / 0.358
global placement: 1.04 / 35.1 / 3260 / 397 / 0.347
detailed placement: 1.02 / 35.1 / 3260 / 397 / 0.347
## final cells by class
class | count | area share, %
Sequential cell | 63 | 46.0
Multi-Input combinational cell | 172 | 35.6
Timing Repair Buffer | 26 | 7.39
Tap cell | 129 | 4.68
Clock buffer | 12 | 4.20
Clock inverter | 4 | 1.38
Inverter | 7 | 0.761
## synthesized netlist by cell type (2+ instances only)
| cell type | n |
|---|---|
| nand2_1 | 25 |
| nor2b_1 | 4 |
| dfstp_2 | 9 |
| dfrtp_1 | 54 |
| and2_1 | 2 |
| xor2_1 | 5 |
| mux2_2 | 26 |
| buf_6 | 2 |
| inv_1 | 7 |
| o21ai_0 | 15 |
| nand3_1 | 4 |
| nand2b_1 | 2 |
| a21oi_1 | 9 |
| nor2_1 | 22 |
| mux2i_1 | 2 |
| nor4_1 | 2 |
| a22o_1 | 4 |
| nor3_1 | 4 |
| xnor2_1 | 22 |
| ha_1 | 8 |
## path summary, 6_finish.rpt
kind	from	end
max in group asynchronous	RST	synch.b$_DFF_PP1_
worst min register to register	synch.b$_DFF_PP1_	synch.c$_DFF_PP1_
min in group asynchronous	RST	divider.counter[8]$_DFF_PP0_
worst min-delay path	synch.b$_DFF_PP1_	synch.c$_DFF_PP1_
worst max register to register	divider.UART_CE$_DFF_PP0_	rx_fsm.RX_DATA_CT[2]$_DFFE_PP0P_
worst max-delay path	divider.UART_CE$_DFF_PP0_	rx_fsm.RX_DATA_CT[2]$_DFFE_PP0P_
## power breakdown
group          leakage (nW)  internal, mW  switching (mW)
clock network        0.0964         0.391           0.302
logic                 0.587        0.0488          0.0403
registers             0.809         0.845          0.0134
total                  1.49          1.28           0.356
Power figures rest on the tool's default switching activity, not on a simulated workload.
